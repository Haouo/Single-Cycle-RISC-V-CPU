===== ./run.sh =====
#!/bin/bash
# OpenROAD 26Q1-2900-gdf79404cd8, Yosys 0.63+post, stock flow scripts
make -C /OpenROAD-flow-scripts/flow DESIGN_CONFIG=/design/flow/config.mk WORK_HOME=/design/flow/orfs finish

===== ./config.mk =====
export PLATFORM = sky130hd
export DESIGN_NAME = LD_Filter
export DESIGN_NICKNAME = LD_Filter
export VERILOG_FILES = /design/flow/design.v
export SDC_FILE = /design/flow/constraint.sdc
export NUM_CORES = 4
export LEC_CHECK = 1
export CORE_AREA = 10 10 70 70
export DIE_AREA = 0 0 80 80

===== ./constraint.sdc =====
current_design LD_Filter

set clk_period 2.9
set clk_io_pct 0.2

create_clock -name clk0 -period $clk_period

set non_clock_inputs [all_inputs -no_clocks]
set_input_delay [expr $clk_period * $clk_io_pct] -clock clk0 $non_clock_inputs
set_output_delay [expr $clk_period * $clk_io_pct] -clock clk0 [all_outputs]

===== ./design.v =====
module LD_Filter(
    input [2:0] func3,
    input [31:0] in_data,
    output [31:0] out_data
);
    parameter   LB = 3'b000,
                LH = 3'b001,
                LW = 3'b010,
                LBU = 3'b100,
                LHU = 3'b101;
    reg [31:0] temp_out;
    always@(*) begin
        case(func3)
            LB: temp_out = $signed(in_data[7:0]);  
            LH: temp_out = $signed(in_data[15:0]);  
            LW: temp_out = in_data;
            LBU: temp_out = {24'b0, in_data[7:0]};  
            LHU: temp_out = {16'b0, in_data[15:0]};   
            default: temp_out = 32'b0;
        endcase
    end
    assign out_data = temp_out;
endmodule

==> notes.md <==
Quick summary of the implementation run below.

The flow ran to the end, and the final reports show no timing, DRC or antenna violations. The post-CTS setup buffer count is 0. The number of warnings in the stage logs is 32. The number of iterations in the first detailed-routing pass came out at 4. The largest area contributor in the netlist is sky130_fd_sc_hd__mux2i_1.

Sorting the synthesis cell report by count puts at the top sky130_fd_sc_hd__mux2i_1. After clock tree synthesis, the repair step resized 0 gates. The max-capacitance violation count is 0. The share of the Yosys chip area taken by registers is 0. The antenna diode count is 0. The final critical-path share of the clock period is 0.9609.

The signed area change from the synthesized netlist to the final layout came out at 120.7%. For reference, the most critical setup path is categorized as in -> out. The warning tally printed by Yosys for this design is 1.

The average instance area after synthesis is 8.353 µm². The arrival time of the worst setup path came out at 2.21 ns. The sequential cell area in the final layout came out at 0 µm². The capture point of the critical path was reported as out_data[26]. The actual slew at the worst max-slew pin is 0.2577 ns. The global routing report lists combined usage of all routing layers as 0.07090. The largest net degree at the start of global routing is 26.

The worst vdd rail ir drop is 0.00006702 V. The post-detailed-route via-to-cell ratio is 4.122. The share of the core filled by cells before placement is 0.1736.

The proportion of total power due to net switching came out at 0.2965. The script parses the final routing iteration and logs DRC violations as 0. The power density normalized to cell area is 138.8 mW/mm². The total leakage power came out at 0.5170 nW. The share of the synthesized area in the top cell type is 0.4051. The tightest min-delay check is of the in -> out type.

The die boundary width came out at 80 µm. 67 I/O pins were placed. For reference, the placement row count at floorplan is 21.

The fraction of layout cells with a size suffix above 1 came out at 0.08955. Per the detailed-route log, wirelength across all metal layers totals 2.560 mm. The post-DP HPWL is 2.230 mm.

The synthesized netlist cell count is 71. The overall power consumption came out at 0.1816 mW. The number of violations reported at the end of detailed-routing iteration 0 is 33. The count of flip-flops and latches came out at 0. The global placer's final weighted congestion is 0.6514. The chip footprint came out at 0.006400 mm². The chip height came out at 80 µm. The post-layout minimum cycle time is 2.786 ns. The critical path starts at func3[0]. The final-report setup violation count is 0.

After synthesis, the netlist uses 15 different library cells. The slew check shows that the tightest pin keeps a relative margin of 0.8278. The number of placed cells counting well taps is 180. The placement-stage worst setup slack is 0.1143 ns.

The final worst slack is 0.1135 ns. The count of nets left with antenna violations once routing finished came out at 0. Of the total power, registers draw 0. The global-route wire length before repair is 3.795 mm. The detailed router placed 742 vias in this run. The power share of the clock group came out at 0. The combinational power share is 1.000.

The number of standard cells in the final layout excluding fillers is 180. After synthesis, the most frequently instantiated cells are sky130_fd_sc_hd__mux2i_1 (24), sky130_fd_sc_hd__o21ai_1 (9), sky130_fd_sc_hd__and2_1 (8), sky130_fd_sc_hd__o2bb2ai_1 (7). Looking at the critical path, the highest net fanout was 14. The critical path endpoint has a required time of 2.32 ns. The clock buffers instantiated in the layout total 0. The tightest hold path in the finished design has a slack of 2.074 ns. Pins over their slew limit in the final report were tallied at 0. The power dissipated by switching net loads came out at 0.05385 mW. Internal power comes to 0.1278 mW. Setup repair after global routing left no endpoint under its margin. The core area came out at 0.003416 mm². STA classifies the critical path startpoint as an input port. The endpoint class of the critical path is an output pin.

The number of antenna violations at the first check in global routing came out at 0. The setup TNS came out at 0 ns. The via count of the first global-routing pass is 717.

The remaining global-route overflow came out at 0. The final report gives the core utilization as 0.3832. The area figure in the yosys stat output came out at 593.1 µm².

The area of placed instances is 0.001309 mm². The combined area of all synthesized cells is 593.1 µm². The area of all placed cells without fillers came out at 0.001309 mm². After synthesis, the cell types taking the most area are sky130_fd_sc_hd__mux2i_1 (41%), sky130_fd_sc_hd__o2bb2ai_1 (10%), sky130_fd_sc_hd__buf_6 (9.5%), sky130_fd_sc_hd__and2_1 (8.4%), sky130_fd_sc_hd__o21ai_1 (7.6%). The final routed wire length divided by cell count came out at 14.22 µm. The number of cells in the yosys synthesis report is 71. Buffers placed on the I/O ports in this run total 67. The hold violation total from the final report came out at 0.

The number of hold buffers added after CTS is 0. Static timing analysis puts the maximum clock frequency at 0.3589 GHz.
placed cells by master, fill, tap and decap left out, drive strengths merged:
cell	count
nor2b	1
mux2i	24
buf	7
o2bb2ai	8
clkdlybuf4s50	67
nand4bb	1
or2	1
and2	8
o21ai	17
worst min-delay path by stage:
stage / cells past startpoint / end / slack (ns) / start
6_report: 3 / out_data[3] / 2.07 / in_data[3]
4_1_cts: 3 / out_data[3] / 2.08 / in_data[3]
5_1_grt: 3 / out_data[3] / 2.09 / in_data[3]
logic make-up (layout without fill, tap and decap cells):
kind of cell / count (synthesis) / count (layout) / share of synthesized area
AOI/OAI and AO/OA: 25 / 25 / 0.2911
and+or+nand+nor: 11 / 11 / 0.1519
buffers and inverters: 11 / 74 / 0.1519
muxes: 24 / 24 / 0.4051
layout make-up:
| type | count | area (µm²) |
|---|---|---|
| Fill cell | 348 | 2107 |
| Tap cell | 46 | 57.56 |
| Multi-Input combinational cell | 60 | 503.0 |
| Timing Repair Buffer | 74 | 748.2 |
worst max-delay path, stage by stage:
cell and delay, ns:
sky130_fd_sc_hd__clkdlybuf4s50_1 0.48, sky130_fd_sc_hd__or2_1 0.26, sky130_fd_sc_hd__buf_4 0.19, sky130_fd_sc_hd__o21ai_0 0.20
sky130_fd_sc_hd__clkdlybuf4s50_1 0.50
power by group through the flow:
stage / Combinational (mW) / Clock [mW] / Sequential (mW)
CTS: 0.186 / 0 / 0
global route: 0.197 / 0 / 0
finish: 0.182 / 0 / 0
routing by layer:
metal,track usage,up-vias,routed length (µm)
met5,0,-,0
met4,0,0,0
met3,0.01023,0,122
met2,0.1340,21,1395
met1,0.08641,328,1042
li1,-,393,-
Power figures rest on the tool's default switching activity, not on a simulated workload.
