$ cat flow/config.mk
export PLATFORM = sky130hd
export DESIGN_NAME = ALU
export DESIGN_NICKNAME = ALU
export VERILOG_FILES = /design/flow/design.v
export SDC_FILE = /design/flow/constraint.sdc
export NUM_CORES = 4
export LEC_CHECK = 1
export CORE_UTILIZATION = 30
$ cat flow/constraint.sdc
current_design ALU

set clk_period 11.3
set clk_io_pct 0.2

create_clock -name clk0 -period $clk_period

set non_clock_inputs [all_inputs -no_clocks]
set_input_delay [expr $clk_period * $clk_io_pct] -clock clk0 $non_clock_inputs
set_output_delay [expr $clk_period * $clk_io_pct] -clock clk0 [all_outputs]
$ cat flow/design.v
module ALU(
    input [3:0] alu_op,
    input [31:0] operand1,
    input [31:0] operand2,
    output [31:0] alu_out
);
    parameter   ADD = 4'd0,
                SLL = 4'd1,
                SLT = 4'd2,
                SLTU = 4'd3,
                XOR = 4'd4,
                SRL = 4'd5,
                OR = 4'd6,
                AND = 4'd7,
                SUB = 4'd8,
                SRA = 4'd13;
    reg [31:0] temp_result;
    reg temp_BrLT;
    assign alu_out = temp_result;
    always@(*) begin
        case(alu_op)
            ADD: temp_result = operand1 + operand2;
            SLL: temp_result = operand1 << operand2[4:0];
            SLT: temp_result = ($signed(operand1) < $signed(operand2)) ? 32'b1 : 32'b0; 
            SLTU: temp_result = (operand1 < operand2) ? 32'b1 : 32'b0;
            XOR: temp_result = operand1 ^ operand2;
            SRL: temp_result = operand1 >> operand2[4:0];
            OR: temp_result = operand1 | operand2;
            AND: temp_result = operand1 & operand2;
            SUB: temp_result = operand1 - operand2;
            SRA: temp_result = $signed(operand1) >>> operand2[4:0];
            default: temp_result = 32'd0;  
        endcase
    end
endmodule
$ cat flow/run.sh
#!/bin/bash
# OpenROAD 26Q1-2900-gdf79404cd8, Yosys 0.63+post, stock flow scripts
make -C /OpenROAD-flow-scripts/flow DESIGN_CONFIG=/design/flow/config.mk WORK_HOME=/design/flow/orfs finish
==> impl_metrics.json <==
{
  "outcome": "complete, no violations",
  "hold_end": "alu_out[1]",
  "hp-start": "operand2[3]",
  "hold_buffers": 0,
  "ant_nets": 0,
  "chipArea_um2": 29800,
  "critical_path_class": "in2out",
  "core_region_area_um2": 28700,
  "dieWidth_um": 173,
  "crit_path_end_kind": "output pin",
  "yosys_cells": 1367,
  "flop_area_um2": 0,
  "powerDensity_nw_per_um2": 52.1,
  "place_congestion": 1.07,
  "post_cts_resized": 0,
  "syn_avg_cell_area_um2": 6.39,
  "clock_buffer_count": 0,
  "num_antenna_cells": 0,
  "final.min_clock_period_ns": 8.89,
  "final_common_cell": "nor2_1",
  "dp_hpwl_um": 33100,
  "post_drt_via_cell_ratio": 6.17,
  "top_level_ports": 100,
  "die_h_um": 173,
  "clock_power_share": 0,
  "grt_pass1_vias": 10107,
  "setup-tns-final_ns": 0,
  "hold_viol_final": 0,
  "synthDistinctLibCells": 80,
  "fmax_mhz": 112,
  "arrival_ns": 6.63,
  "vias": 10950,
  "lay_top_cells": "186 x nor2_1, 176 x a21oi_1, 114 x nand2_1, 99 x inv_1, 97 x ha_1",
  "drt-total-wl_um": 42300,
  "crit_path_max_fanout": 6,
  "drcViolationCount": 0,
  "synth_seq_share": 0,
  "worstPathRequired_ns": 9.04,
  "post_cts_buffers": 0,
  "swShare": 0.619,
  "syn_area_um2": 8740,
  "grt_overflow_total": 0,
  "top_cell_area_share": 0.139,
  "portBuffers": 100,
  "track_usage": 0.281,
  "start_kind": "input port",
  "warnings": 97,
  "combinationalPowerShare": 1.000,
  "slew_headroom": 0.408,
  "top_area_cell": "ha_1",
  "p_seq_frac": 0,
  "grt_pass1_wl_um": 63600,
  "switching_power_mw": 0.321,
  "netlist_instances": 1367,
  "p_int_mw": 0.197,
  "area_growth_pct": 13.8,
  "antenna_found_initial": 0,
  "initCoreUtil": 0.304,
  "avgRoutedWirePerCell_um": 23.9,
  "leakage_nw": 4.13,
  "post-route-period-util": 0.787,
  "drive_above_1_share": 0.0654,
  "top_cells_by_area": "ha_1 14%, a21oi_1 10%, nor2_1 8.0%",
  "drt-initial-drc-count": 1393,
  "grt_max_degree": 72,
  "seq_cell_count": 0,
  "worst_pin_slew_ns": 0.879,
  "setup_viol": 0,
  "yosysWarningCount": 1,
  "rows": 62,
  "whs_path_depth": 4,
  "min_path_type": "in2out",
  "drv_cap": 0,
  "slew_viol_final": 0,
  "ys_area_um2": 8740,
  "rsz0062_at_grt": "no",
  "total_power_mw": 0.518,
  "dr.pass1.iters": 8,
  "ir_drop_mv": 0.0172
}
## logic make-up (layout without fill, tap and decap cells)
| kind of cell | after synthesis | after routing | synth area share |
|---|---|---|---|
| AND-OR/OR-AND | 522 | 522 | 0.388 |
| AND/OR/NAND/NOR | 416 | 416 | 0.209 |
| buffers and inverters | 206 | 230 | 0.0960 |
| multiplexers | 102 | 102 | 0.141 |
| adder cells (fa/ha/maj) | 99 | 99 | 0.144 |
| XOR/XNOR | 22 | 22 | 0.0221 |
## worst max path at each step
stage	start	end	slack, ns	cells past startpoint
5_1_grt	operand1[10]	alu_out[27]	2.29	13
6_report	operand1[0]	alu_out[30]	2.41	13
4_1_cts	operand1[0]	alu_out[30]	2.55	13
## synthesized netlist by cell type, drive strengths merged (7+ instances only)
master and n:
buf 43, o21bai 13, nor3 31, nand2b 8, nor4 11, xnor2 19
a21o 21, a211oi 54, o2111ai 8, o211ai 19, nor2 187, clkbuf 61
a21oi 176, mux4 14, or3 12, nand2 114, mux2 28, o22ai 17
and3 9, inv 100, o31ai 10, o221ai 17, mux2i 60, ha 97
o21a 7, nand3 21, a31oi 18, nor2b 8, a211o 8, o21ai 90
## worst max-delay path, cell delays in order
cell and delay [ns]:
clkdlybuf4s50_1 0.55, ha_1 0.33, fa_1 0.45, a211oi_1 0.55
nor2_1 0.13, a21oi_1 0.31, a31oi_1 0.23, o21bai_1 0.56
nand4_1 0.16, nand3_1 0.17, inv_1 0.05, o41ai_1 0.35
clkdlybuf4s50_1 0.53
## per-layer routing
layer  part of all wire  up-vias  GRT usage
li1                   -     5077          -
met1               0.45     5173      0.422
met2               0.43      618      0.411
met3              0.089       82     0.0419
met4              0.035        0     0.0852
met5                  0        -          0
## power groups by stage
stage | clock network (mW) | logic (mW) | registers (mW)
after global routing | 0 | 0.557 | 0
after CTS | 0 | 0.504 | 0
final | 0 | 0.518 | 0
## area by class of cell
cell class                 instances  area [µm²]
fill                            3138       18800
inverter                         102         383
tap                              384         480
multi-input combinational       1161        7900
timing repair buffer             128        1180
## stage by stage
| step | cells | setup WS (ns) | util | area [µm²] | hold slack, ns |
|---|---|---|---|---|---|
| 2_1_floorplan | 1367 | 3.55 | - | 8740 | 4.78 |
| 3_3_place_gp | 1775 | 2.54 | 0.346 | 9940 | 5.43 |
| 3_5_place_dp | 1775 | 2.57 | 0.346 | 9940 | 5.42 |
| 4_1_cts | 1775 | 2.55 | 0.346 | 9940 | 5.41 |
| 5_1_grt | 1775 | 2.29 | 0.346 | 9940 | 5.46 |
| 6_report | 1775 | 2.41 | 0.346 | 9940 | 5.41 |
Power and IR drop assume default switching activity.
