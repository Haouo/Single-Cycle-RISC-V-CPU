`./config.mk`:
```
export PLATFORM = sky130hd
export DESIGN_NAME = Imme_Ext
export DESIGN_NICKNAME = Imme_Ext
export VERILOG_FILES = /design/flow/design.v
export SDC_FILE = /design/flow/constraint.sdc
export NUM_CORES = 4
export LEC_CHECK = 1
export CORE_AREA = 10 10 70 70
export DIE_AREA = 0 0 80 80
```
`./constraint.sdc`:
```
current_design Imme_Ext

set clk_period 2.7
set clk_io_pct 0.2

create_clock -name clk0 -period $clk_period

set non_clock_inputs [all_inputs -no_clocks]
set_input_delay [expr $clk_period * $clk_io_pct] -clock clk0 $non_clock_inputs
set_output_delay [expr $clk_period * $clk_io_pct] -clock clk0 [all_outputs]
```
`./design.v`:
```
module Imme_Ext(
    input [31:0] inst,
    output [31:0] imme_ext_out
);
    parameter   LOAD = 5'b00000,
                STORE = 5'b01000,
                BRANCH = 5'b11000,
                JALR = 5'b11001,
                JAL = 5'b11011,
                OP_IMM = 5'b00100,
                OP = 5'b01100,
                AUIPC = 5'b00101,
                LUI = 5'b01101;
    wire [4:0] opcode = inst[6:2];
    reg [31:0] temp_out;
    always@(*) begin
        if(opcode == OP) begin
            temp_out = 32'b0;
        end
        else if(opcode == OP_IMM || opcode == LOAD || opcode == JALR) begin
            temp_out = {{20{inst[31]}}, inst[31:20]};
        end
        else if(opcode == STORE) begin
            temp_out = {{20{inst[31]}}, inst[30:25], inst[11:7]};
        end
        else if(opcode == BRANCH) begin
            temp_out = {{20{inst[31]}}, inst[7], inst[30:25], inst[11:8], 1'b0};
        end
        else if(opcode == LUI || opcode == AUIPC) begin
            temp_out = {inst[31:12], 12'b0};
        end
        else begin
            temp_out = {{12{inst[31]}}, inst[19:12], inst[20], inst[30:21], 1'b0};
        end
    end
    assign imme_ext_out = temp_out;
endmodule
```
`./run.sh`:
```
#!/bin/bash
# OpenROAD 26Q1-2900-gdf79404cd8, Yosys 0.63+post, stock flow scripts
make -C /OpenROAD-flow-scripts/flow DESIGN_CONFIG=/design/flow/config.mk WORK_HOME=/design/flow/orfs finish
```
==> flow_summary.json <==
{
  "grt_antenna_before_repair": 0,
  "ys_cells": 98,
  "grt_max_degree": 10,
  "maxCapViolCount": 0,
  "die_area_um2": 6400,
  "regArea_um2": 0,
  "ys_top_cells_by_area": "a21oi_1 17%, o21ai_0 8.6%, nand2_1 8.4%, nor2b_1 7.5%, nor2_1 5.8%",
  "ir_drop_mv": 0.06016,
  "yosys_warnings": 1,
  "antenna_cells": 0,
  "boundaryPins": 64,
  "placementRows": 21,
  "syn-cell-area_um2": 580.6,
  "area_growth_pct": 187.9,
  "first_global_vias": 1133,
  "die_height_um": 80,
  "design_area_um2": 1672,
  "path_cells": "dlygate4sd2_1, buf_6, nor3_1, nor2_1, o211a_4, a21oi_2, clkdlybuf4s50_1",
  "fp.dieW_um": 80,
  "drive_above_1_share": 0.3814,
  "hold_buffers": 0,
  "dr.pass1.iters": 4,
  "drc": 0,
  "path_delay_family": "buffers and inverters",
  "leakage_nw": 0.7388,
  "grt_pass1_wl_um": 5361,
  "drt_wl_total_um": 3453,
  "vias_per_cell": 4.513,
  "wl_per_cell_um": 14.39,
  "fin_crit_ps": 2667,
  "path_class": "primary input to output port",
  "top_area_cell": "a21oi_1",
  "worstPathArrival_ps": 2130,
  "max_stage_delay_ps": 470,
  "cpMaxStageDelayCell": "clkdlybuf4s50_1",
  "worstPathRequired_ps": 2160,
  "power_density_nw_per_um2": 145.3,
  "gp_congestion": 0.7709,
  "seq_cells": 0,
  "hold_violations": 0,
  "worst_pin_slew_ps": 256.4,
  "core_um2": 3416,
  "drt_iter0_markers": 84,
  "crit_fanout": 8,
  "grt_usage": 0.09859,
  "grt_overflow": 0,
  "ys_seq_frac": 0,
  "warning_count": 36,
  "hold_ws_ps": 1580,
  "fin_crit_sh": 0.9878,
  "syn_inst": 98,
  "syn_area_per_cell_um2": 5.924,
  "dpl.hpwl_um": 2419,
  "ys_types": 32,
  "utilization": 0.4894,
  "hp-class": "primary input to output port",
  "critPathBufInv": 3,
  "setup.worst_path.end_class": "output port",
  "fin_cells": 240,
  "n_clock_buffer": 0,
  "dp_cells": 215,
  "power_uw": 242.9,
  "placed_area_um2": 1343,
  "vias": 1083,
  "rsz0062_at_grt": "true",
  "ys_area_um2": 580.6,
  "initial_utilization": 0.1700,
  "max_freq_mhz": 375.0,
  "start_kind": "primary input",
  "drtAntennaViolNets": 0,
  "maxSlewViolCount": 0,
  "port_buffers": 62,
  "yosysTopAreaCellShare": 0.1724,
  "max_slew_margin": 0.8277,
  "status": "finished, final reports clean",
  "setup_viol_count_final": 0
}
==> synth_stat cells (all sizes together) <==
cell type and number:
nor4bb 1, and4bb 1, nor2b 7, nor4 1, nand2 13, nor2 9
a221o 1, or2 1, buf 7, and2 1, o21ai 10, clkbuf 4
nand4b 1, nand3b 1, inv 2, o31ai 1, a21oi 20, nor4b 3
o31a 1, a22oi 4, nor3 2, o21a 1, a211o 1, nor3b 1
nand2b 1, o211a 1, or3b 2
==> cells in the final DEF, fill, tap and decap left out, types with 7 or more instances in the layout <==
cell             count
buf_6               12
clkdlybuf4s50_1     36
nand2_1             13
buf_4               33
a21oi_2             10
o21ai_0              9
nor2_1               8
nor2b_1              7
a21oi_1              9
dlygate4sd2_1       15
==> layout make-up <==
| cell class | instances | area (um^2) |
|---|---|---|
| repair buffers | 107 | 982.2 |
| fillers | 340 | 1744 |
| well taps | 46 | 57.56 |
| inverters | 2 | 7.507 |
| multi-input cells | 85 | 624.3 |
==> final timing paths <==
| kind | from | end | slack, ps | cells after the start |
|---|---|---|---|---|
| worst max-delay path | inst[6] | imme_ext_out[30] | 30 | 7 |
| worst min-delay path | inst[2] | imme_ext_out[0] | 1580 | 4 |
==> metal layers <==
metal / GRT usage / part of all wire
met2: 0.1581 / 0.47
met4: 0 / 0
met5: 0 / 0
met3: 0.03409 / 0.086
met1: 0.1318 / 0.44
==> worst min-delay path, delay by kind of cell <==
kind | cells | cell delay, ps
AND-OR/OR-AND | 2 | 220
buffers and inverters | 2 | 280
==> where the power goes <==
part           total, mW  internal (mW)  switching (mW)
clock network          0              0               0
registers              0              0               0
logic              0.243          0.160          0.0829
==> cell families (layout without fill, tap and decap cells) <==
| kind of cell | count (synthesis) | after routing | share of synthesized area |
|---|---|---|---|
| buf+inv | 13 | 109 | 0.1272 |
| simple gates | 45 | 45 | 0.4569 |
| compound gates | 40 | 40 | 0.4160 |
==> per-stage QoR <==
| stage | setup slack, ps | setup TNS [ps] |
|---|---|---|
| 2_1_floorplan | 481.0 | 0 |
| 3_3_place_gp | -447.1 | -10840 |
| 3_5_place_dp | -503.9 | -11020 |
| 4_1_cts | -24.08 | -68.87 |
| 5_1_grt | -60.00 | -94.94 |
| 6_report | 33.01 | 0 |
==> timing repair <==
item | 4_1_cts | 5_1_grt
gates resized | 60 | 21
gates cloned | 2 | 0
pin swaps | 15 | 4
setup endpoints to repair | 32 | 20
buffers inserted | 15 | 8
No activity file was given, so power comes from the tool's default toggle rates.
